**./config.mk**
```make
export PLATFORM = sky130hd
export DESIGN_NAME = accumulator_multiplier
export DESIGN_NICKNAME = accumulator_multiplier
export VERILOG_FILES = /design/flow/design.v
export SDC_FILE = /design/flow/constraint.sdc
export NUM_CORES = 4
export LEC_CHECK = 1
export CORE_UTILIZATION = 40
```
**./constraint.sdc**
```tcl
current_design accumulator_multiplier

set clk_period 6.4
set clk_io_pct 0.2

create_clock -name clk0 -period $clk_period [get_ports {clock}]

set non_clock_inputs [all_inputs -no_clocks]
set_input_delay [expr $clk_period * $clk_io_pct] -clock clk0 $non_clock_inputs
set_output_delay [expr $clk_period * $clk_io_pct] -clock clk0 [all_outputs]
```
**./design.v**
```verilog
module accumulator#(parameter N=16)
(
    input logic clock, reset,
    input logic[N-1:0] in,
    output logic[N-1:0] out
);
logic cla_carry[N:0];
assign cla_carry[0] = 0;
logic[N-1:0] u, v;
logic[N-1:0] u_reg;
logic[N:0] v_reg;
carrysave_adder #(.N(N)) csa
(
    .a(in),
    .b(u_reg),
    .c(v_reg[N-1:0]),
    .sum(u),
    .carry(v)
);
carrylookahead_adder #(.N(4), .LEVELS($clog2(N)/2 + $clog2(N)%2)) cla
(
    .a(u_reg),
    .b(v_reg),
    .c_in(0),
    .sum(out),
    .c_out()
);
always_ff @(posedge clock, posedge reset) begin
    if(reset) begin
        u_reg <= 0;
        v_reg <= 0;
    end
    else begin
        u_reg <= u;
        v_reg <= {v, 1'b0};
    end
end
endmodule
module carrylookahead_adder#(parameter N=4, LEVELS=2)
(
    input logic[N**LEVELS-1:0] a, b,
    input logic c_in,
    output logic[N**LEVELS-1:0] sum,
    output logic c_out
);
localparam size = N**LEVELS;
logic[size-1:0] g[LEVELS:0];
logic[size-1:0] p[LEVELS:0];
logic[size:0] carry[LEVELS:0];
assign c_out = carry[LEVELS-1][N];
generate
    genvar i;
    genvar j;
    for(i = 0; i < size; i++) begin: adders
        full_adder fa
        (
            .a(a[i]),
            .b(b[i]),
            .c_in(carry[0][i]),
            .g(g[0][i]),
            .p(p[0][i]),
            .sum(sum[i]),
            .c_out()
        );
    end: adders
    for(i = 0; i < LEVELS+1; i++) begin: carry_in
        assign carry[i][0] = c_in;
    end: carry_in
    for(i = 1; i < LEVELS+1; i++) begin: level
        for(j = 0; j < size / (N**i); j++) begin: lookahead
            lookaheadcarry_unit #(.N(N)) lcu
            (
                .g(g[i-1][j*(N**i)+N-1:j*(N**i)]),
                .p(p[i-1][j*(N**i)+N-1:j*(N**i)]),
                .c_in(carry[i][j]),
                .c_out(carry[i-1][j*(N**i)+N:j*(N**i)+1]),
                .GG(g[i][j]),
                .PG(p[i][j])
            );
        end: lookahead
    end: level
endgenerate
endmodule
module carrysave_adder#(parameter N=8)
(
    input logic[N-1:0] a, b, c,
    output logic[N-1:0] sum, carry
);
generate
    genvar i;
    for(i = 0; i < N; i++) begin: gen_adders
        full_adder full_adder
        (
            .a(a[i]),
            .b(b[i]),
            .c_in(c[i]),
            .sum(sum[i]),
            .c_out(carry[i])
        );
    end: gen_adders
endgenerate
endmodule
module lookaheadcarry_unit#(parameter N=4)
(
    input logic[N-1:0] g, p,
    input c_in,
    output logic[N-1:0] c_out,
    output logic GG, PG
);
logic[N:0] gen;
assign gen = {g, c_in};
assign PG = &p;
logic[N-1:0] prop_gens;
assign prop_gens[0] = g[N-1];
assign GG = |prop_gens;
generate
    genvar i;
    genvar j;
    for(i = 0; i < N; i++) begin: carries
        logic[i+1:0] prop_carry;
        assign prop_carry[0] = gen[i+1];
        for(j = 0; j < i+1; j++) begin: props
            assign prop_carry[j+1] = &p[i:j] & gen[j];
        end: props
        assign c_out[i] = |prop_carry;
    end: carries
    for(i = 0; i < N-1; i++) begin: group_gen
        assign prop_gens[i+1] = &p[N-1:i+1] & g[i];
    end: group_gen
endgenerate
endmodule
module accumulator_multiplier#(parameter N=32)
(
    input logic clock, reset,
    input logic[N-1:0] multiplicand, multiplier,
    output logic[N*2-1:0] out,
    output logic done
);
logic[$clog2(N+1)-1:0] count;
logic[N*2-1:0] to_add;
assign to_add = multiplier[count]? multiplicand << count : 0;
accumulator #(.N(N)) accumulator
(
    .clock(clock),
    .reset(reset),
    .in(to_add),
    .out(out)
);
always_ff @(posedge clock, posedge reset) begin
    if(reset) begin
        count <= 0;
        done <= 0;
    end
    else if(count != N) begin
        count <= count + 1;
        done <= 0;
    end
    else begin
        count <= count;
        done <= 1;
    end
end
endmodule
module full_adder
(
    input logic a, b, c_in,
    output logic g, p, sum, c_out
);
assign g = a & b;
assign p = a ^ b;
assign sum = p ^ c_in;
assign c_out = g | (p & c_in);
endmodule
```
**./run.sh**
```bash
#!/bin/bash
# OpenROAD 26Q1-2900-gdf79404cd8, Yosys 0.63+post, stock flow scripts
make -C /OpenROAD-flow-scripts/flow DESIGN_CONFIG=/design/flow/config.mk WORK_HOME=/design/flow/orfs finish
```
==> qor.txt <==
Longest Clk Path Bufs = 2
chip height = 126.1 µm
Crit path max-delay family = AND-OR/OR-AND gates
top cell type's share of synthesized area = 28.43%
worst skew pair latency = 330 ps
share of cells above drive strength 1 = 13.07%
r2r setup slk = 3290 ps
FILL cells = 1297
Unique cell types = 54
area fraction in mux cells = 19.98%
crit-path max FO = 4
Yosys warning count = 17
Met2 Wirelength = 5298 µm
Critical path buffers and inverters = 1
placer congestion estimate = 0.9135
RSZ-0062 raised after global routing = false
adder-cell area share of the yosys netlist = 18.40%
logic area = 0.003832 mm²
slowest CP cell = clkdlybuf4s50_1
main flop type = dfrtp_1
wl on met1 = 5935 µm
Gate power share = 34.2%
Clock power frac = 27.6%
Synth Seq Share = 28.43%
Max stage delay on crit path = 470 ps
drt pass-1 iters = 4
VDD IR max = 124.9 µV
placed insts = 781
Reg clk slew, reported paths = 50 ps
Seq pwr share = 38.2%
fin cells = 796
worst hold path class = reg2reg
crit path launch = accumulator.v_reg[4]
Yosys reg bits = 70
xor/xnor share of the synthesized area = 3.838%
core area = 0.01475 mm²
nature of the critical path endpoint = output pin
Startpoint Class = register
max reg flops = 32
worst flop-to-flop path endpoint = accumulator.u_reg[30]
hpwl dp = 9852 µm
yosys cell count = 550
largest net degree at the start of global routing = 53
WL final = 12410 µm
hold_buf cts = 0
largest area contributor in the netlist = dfrtp_1
EDFF count, synth = 0
GRT Residual Overflow = 0
Avg WL per Cell = 15.59 µm
Placement Setup Slack = 2147 ps
vias in the first global route = 4373
Post-Synthesis Cells = 550
clk_skew = 2.736 ps
fp_density = 41.76%
Final Hold Fails = 0
CTS buffer count = 9
worst-margin pin slew = 635.6 ps
Die Wd = 126.1 µm
min-delay src = accumulator.u_reg[0]
syn_area_per_cell = 11.20 µm²
number of max-cap violations = 0
switching share of power = 28.63%
CP endpoint = out[17]
status = finished clean
PD cells = 227.5 mW/mm²
CTS tree = done
ao+oa area frac = 10.26%
slew margin rel. = 57.63%
highest metal used = met4
hold path cells = 1
PnR Total Power = 1.638 mW
fmax = 218.1 MHz
Synth Cell Area = 0.006161 mm²
Worst Reg-to-Reg Cells = 8
LEAKAGE = 3.323 nW
post-CTS setup buffer count = 0
GRT Util Overall = 17.72%
Cell area leaders = dfrtp_1 28%, fa_1 12%, mux4_2 11%, buf_4 8.3%, ha_1 6.7%
synthesis-to-finish area growth = 16.92%
initial antenna violation count = 0
antenna cell count = 0
Int Pwr = 1.169 mW
die area = 0.01590 mm²
yosys simple share = 7.778%
WS Path Type = reg2out
Final period util = 71.66%
setup TNS = 0 ps
Psw = 469.1 µW
post-route ant nets = 0
fin. max-slew vios = 0
root buffer cell = clkbuf_16
worst endpoint data arrival time = 3310 ps
Met3 Wirelength = 991 µm
DRC viols = 0
final worst setup slack = 1814 ps
worst flop-to-flop path startpoint = count[1]
first-pass GRT wire length = 21710 µm
H-tree depth = 3
DRT iter0 DRCs = 240
comb area leader = multiplexers
setup violators final = 0
clock sinks = 70
Post-CTS Resized = 0
I/O pin total = 131
# rows = 44
tool warnings = 26
crit path DRT = 5120 ps
PortBufs = 98
fraction of registers with async set/reset = 100.0%
Final min period = 4586 ps
Worst path depth = 8
Yosys Chip Area = 0.006161 mm²
Via density = 5.295
FF/Latch Area = 0.001753 mm²
crit-path cells = ha_1, a21o_1, a2111oi_4, a21oi_1, or3_1, a311o_1, xor2_1, clkdlybuf4s50_1
Via Count = 4215
-- per-layer routing --
| metal | global-route usage, % | vias up |
|---|---|---|
| li1 | - | 1994 |
| met1 | 29.37 | 2032 |
| met2 | 24.76 | 172 |
| met3 | 5.195 | 17 |
| met4 | 2.339 | 0 |
| met5 | 0 | - |
-- layout by cell type (no fill, tap or decap), types with 3 or more instances in the layout --
cell,n
a211o_1,3
a211oi_1,9
a21o_1,9
a21oi_1,29
a22oi_1,3
and2_1,4
and3_1,4
buf_4,6
clkbuf_16,9
clkdlybuf4s50_1,98
clkinv_2,3
conb_1,32
dfrtp_1,69
fa_1,36
ha_1,33
inv_1,19
inv_2,4
mux2_2,19
mux2i_1,21
mux4_1,5
mux4_2,30
nand2_1,27
nand3_1,6
nor2_1,42
nor2b_1,3
nor3_1,4
o211ai_1,5
o21a_1,3
o21ai_0,17
xnor2_1,17
xor2_1,10
-- worst min-delay path by stage --
stage | endpoint | slack [ps]
6_report | accumulator.u_reg[0] | 530
5_1_grt | accumulator.u_reg[0] | 540
4_1_cts | accumulator.u_reg[0] | 520
-- power groups by stage --
stage	Sequential, mW	Clock [mW]	Combinational (mW)
4_1_cts	0.630	0.466	0.573
5_1_grt	0.646	0.485	0.644
6_report	0.626	0.452	0.561
-- Yosys cell counts, drive strengths merged (2+ instances only) --
| cell type | instances |
|---|---|
| o211ai | 5 |
| nand3 | 6 |
| xor2 | 10 |
| inv | 23 |
| nand4 | 2 |
| nor3 | 4 |
| nor2b | 3 |
| o22ai | 2 |
| nor2 | 42 |
| nand2b | 2 |
| nand2 | 27 |
| dfrtp | 70 |
| a21oi | 29 |
| a2bb2oi | 2 |
| buf | 78 |
| and2 | 5 |
| fa | 36 |
| a211o | 3 |
| or2 | 2 |
| mux2i | 21 |
| mux4 | 35 |
| xnor2 | 17 |
| a211oi | 9 |
| o21ai | 17 |
| mux2 | 19 |
| a21o | 9 |
| a22oi | 3 |
| nand3b | 2 |
| and3 | 4 |
| ha | 33 |
| o21a | 3 |
| o21bai | 2 |
| clkbuf | 10 |
-- worst reg2reg max path: stages (launching register included) --
cell,delay [ps]
dfrtp_1,570
buf_4,450
mux2_2,240
a21oi_1,140
mux2_2,340
mux2_2,290
or2_2,300
a21oi_1,210
fa_1,430
-- per-stage QoR --
stage / cell area [µm²] / util [%] / hold WS (ps)
after floorplan: 6277 / - / 479.6
after global placement: 6928 / 46.96 / 496.4
after detailed placement: 6928 / 46.96 / 507.0
after CTS: 7203 / 48.82 / 524.0
after global routing: 7203 / 48.82 / 544.4
final: 7203 / 48.82 / 526.3
-- cells by family (layout without fill, tap and decap cells) --
group	count (synthesis)	count (layout)
adder cells (fa/ha/maj)	69	69
multiplexers	75	75
flip-flops	70	70
other	1	32
AND/OR/NAND/NOR	104	104
XOR/XNOR	27	27
buffers and inverters	111	142
AND-OR/OR-AND	93	93
-- area by class of cell --
type                       count  share of cell area, %
tap                          184                  3.196
multi-input combinational    400                  53.20
timing repair buffer         104                  14.24
clock buffer                  11                  3.509
inverter                      23                  1.199
sequential                    70                  24.34
clock inverter                 4                 0.3127
Power figures rest on the tool's default switching activity, not on a simulated workload.
